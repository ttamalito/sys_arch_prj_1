==> /design/flow/design.v <==
module Division(
	input         clock,
	input         start,
	input  [31:0] a,
	input  [31:0] b,
	output [31:0] q,
	output [31:0] r
);
	reg [31:0] divisor, dividend, partial_result;
	reg [31:0] remainder;
	wire [31:0] r_prime;  
	wire predicate;  
	reg [4:0] counter;  
	reg [4:0] q_counter;  
	assign r_prime = (remainder << 1) + dividend[counter];  
	assign predicate = r_prime < divisor[31:0];
	wire r_prime_minus_b;
	assign r_prime_minus_b = r_prime - divisor;
	wire [4:0] decreased_q_counter, decreased_counter, q_counter_value, counter_dividend_value;
	assign decreased_q_counter = (q_counter == 5'b0) ? 5'b0 : q_counter[4:0] - 1'b1;
	assign decreased_counter = (counter == 5'b0) ? 5'b0 : counter[4:0] - 1'b1;
	assign q_counter_value = q_counter[4:0];
	assign counter_dividend_value = counter[4:0];
always @ (posedge clock) begin 
	if (start) begin
		remainder[31:0] <= 31'b0;
		divisor <= b;
		dividend <= a;
		counter <= 5'd31;
		q_counter <= 5'd31;
		partial_result <= 31'b0;
		end
	if (predicate) begin
		partial_result[q_counter_value] <= 1'b0;  
		remainder <= r_prime;  
		q_counter <= decreased_q_counter;
		counter <= decreased_counter;
		end
	if (!predicate) begin
		partial_result[q_counter_value] <= 1'b1;  
		remainder <= r_prime_minus_b;  
		q_counter <= decreased_q_counter;  
		counter <= decreased_counter;
		end
	end
	assign q = partial_result;  
	assign r = remainder;
endmodule
==> /design/flow/run.sh <==
#!/bin/bash
# OpenROAD 26Q1-2900-gdf79404cd8, Yosys 0.63+post, stock flow scripts
make -C /OpenROAD-flow-scripts/flow DESIGN_CONFIG=/design/flow/config.mk WORK_HOME=/design/flow/orfs finish
==> /design/flow/config.mk <==
export PLATFORM = sky130hd
export DESIGN_NAME = Division
export DESIGN_NICKNAME = Division
export VERILOG_FILES = /design/flow/design.v
export SDC_FILE = /design/flow/constraint.sdc
export NUM_CORES = 4
export LEC_CHECK = 1
export CORE_UTILIZATION = 50
==> /design/flow/constraint.sdc <==
current_design Division

set clk_period 5.3
set clk_io_pct 0.2

create_clock -name clk0 -period $clk_period [get_ports {clock}]

set non_clock_inputs [all_inputs -no_clocks]
set_input_delay [expr $clk_period * $clk_io_pct] -clock clk0 $non_clock_inputs
set_output_delay [expr $clk_period * $clk_io_pct] -clock clk0 [all_outputs]
==> reports/summary.rpt <==
==================================================================================
CP max stage delay                                                         0.69 ns
Count of unresolved DRC violations after routing                                 0
Async S/R FF share, synth                                                       0%
DP Wirelength                                                              7.25 mm
Final Util                                                                   69.8%
Final estimated routing congestion in global placement                       0.816
Total chip power                                                           3.47 mW
Tightest slew margin relative to the limit                                   46.2%
Combined buffer and inverter count along the critical path                       1
Sinks on the clock net                                                         138
Count of instances resized after the clock tree is built                         0
CTS Buf Count                                                                   17
Number of antenna violations at the first check in global routing                0
Average detailed-routed wire length per instance                           14.1 µm
Crit path max fanout                                                            39
Count of standard-cell rows                                                     38
Critical path launch point type                                               flop
Maximum achievable frequency                                               273 MHz
Post-synth top cells                                                  sky130_fd_sc_hd__dfxtp_1 (74), sky130_fd_sc_hd__edfxtp_1 (64), sky130_fd_sc_hd__inv_1 (38), sky130_fd_sc_hd__ha_1 (37), sky130_fd_sc_hd__and2_1 (33)
Post-synthesis cell type with the largest instance count              sky130_fd_sc_hd__dfxtp_1
R2R cell count                                                                  11
Share of the synthesized area in the top cell type                           33.8%
Ratio of total power to cell area                                       452 mW/mm²
Biggest area contributors in the synthesized netlist                  sky130_fd_sc_hd__edfxtp_1 (34%), sky130_fd_sc_hd__dfxtp_1 (26%), sky130_fd_sc_hd__ha_1 (8.1%), sky130_fd_sc_hd__mux4_2 (4.0%), sky130_fd_sc_hd__and2_1 (3.6%)
Tool warning count                                                              28
Cell count of the worst hold path                                                2
DR vias                                                                       3683
Starting density of the core                                                 51.8%
Worst reg2reg startpoint                                              counter[0]$_SDFF_PN0_
Crit path DRT                                                              5.63 ns
Bufs on Longest Clock Path                                                       2
DRC violation total after the first TritonRoute iteration                      141
Via/cell ratio                                                                4.96
Share of final-layout standard cells stronger than drive strength 1          8.62%
Status                                                                   completed
# Max-Cap Violations                                                             0
Sum Neg Setup Slack                                                           0 ns
Final critical-path required period                                        3.66 ns
Dominant cell type by area after synthesis                            sky130_fd_sc_hd__edfxtp_1
Clock latency on the worst-skew pair                                       0.40 ns
Antenna diodes                                                                   0
Proportion of synthesized chip area in sequential cells                      59.8%
Post-route fraction of the period consumed by the critical path              69.0%
Number of global-route vias before repair                                     3578
Number of library cell types mapped by synthesis                                37
Count of buffers inserted at the top-level ports                               129
Commonest register cell after synthesis                               sky130_fd_sc_hd__dfxtp_1
Cell total in the yosys stat output                                            454
Number of H-tree levels                                                          4
Syn-to-layout area delta                                                     34.7%
CP Depth                                                                        11
Number of enable flip-flop cells                                                64
Final global-route overflow total                                                0
Die Size                                                                0.0118 mm²
Clk pin slew, worst setup/hold paths                                       0.06 ns
Ordered list of cells on the worst path                               mux4_2 > mux4_2 > mux2i_1 > ha_1 > nor2b_1 > o211ai_1 > a2111oi_0 > or4_4 > a31oi_4 > buf_4 > mux2i_1
CTS Hold Bufs                                                                    0
Number of detailed-routing iterations run before antenna repair                  4
Measured slew at the worst slew-check pin                                 0.807 ns
Clock tree from TritonCTS                                                    built
Gate family responsible for the most delay along the worst path       multiplexers
Path type of the worst min-delay path                                      reg2reg
Number of setup buffers added after CTS                                          0
Total wirelength of the detailed-routed design                             10.5 mm
Cell count after synthesis                                                     454
First-pass GRT wire length                                                 17.0 mm
Final slew viol count                                                            0
CP Class                                                                   reg2reg
Post-synthesis instance area                                           0.00569 mm²
Overall track demand over capacity in global routing                         19.9%
Final Skew                                                               0.0101 ns
Final setup fails                                                                0
VDD IR max                                                                0.206 mV
Clock root cell                                                       sky130_fd_sc_hd__clkbuf_16
Post-synth area from yosys stat                                        0.00569 mm²
Post-synthesis sequential element count                                        138
Final count of hold timing violations                                            0
CP Launch Point                                                       counter[0]$_SDFF_PN0_
Maximum number of pins on one net before global-route repair                    75
Top-Level Pins                                                                 130
Crit path capture type                                                        flop
Count of synthesis-stage warnings from yosys                                     1
Leakage power of the design                                                2.97 nW
Die Y-Extent                                                                109 µm
Antenna viol nets, final                                                         0
Average footprint of a synthesized cell                                   12.5 µm²
Cell at the slowest stage of the critical path                        sky130_fd_sc_hd__dfxtp_1
Startpoint of the worst hold path                                     partial_result[2]$_DFF_P_
Arrival time of data at the critical path endpoint                         3.99 ns
Die X-Extent                                                                109 µm
Unrepaired setup endpoints after global routing                              false
Core outline area                                                       0.0110 mm²
==================================================================================
==> worst reg2reg max path, delay by kind of cell, from the launching register on <==
| kind | cells | cell delay (ns) |
|---|---|---|
| AOI/OAI and AO/OA | 3 | 0.40 |
| adders and majority gates | 1 | 0.18 |
| buffers and inverters | 1 | 0.34 |
| DFF | 1 | 0.69 |
| muxes | 4 | 1.49 |
| and+or+nand+nor | 2 | 0.49 |
==> through the flow <==
stage | setup WS, ns | instances | area (µm²) | hold slack, ns
finish | 1.64 | 743 | 7670 | 0.478
global route | 1.35 | 743 | 7670 | 0.486
CTS | 1.56 | 743 | 7670 | 0.482
detailed placement | 1.57 | 711 | 7080 | 0.464
global placement | 1.66 | 711 | 7080 | 0.464
floorplan | 2.07 | 454 | 5690 | 0.431
==> cells in the final DEF (no fill, tap or decap), types with 4 or more instances in the layout <==
cell type	netlist	layout
sky130_fd_sc_hd__edfxtp_1	64	64
sky130_fd_sc_hd__mux4_2	10	10
sky130_fd_sc_hd__buf_4	1	5
sky130_fd_sc_hd__and2_1	33	33
sky130_fd_sc_hd__clkdlybuf4s50_1	0	128
sky130_fd_sc_hd__a21oi_1	14	14
sky130_fd_sc_hd__nor3_1	8	8
sky130_fd_sc_hd__a21o_1	4	4
sky130_fd_sc_hd__nor2_1	11	11
sky130_fd_sc_hd__nand4_1	5	5
sky130_fd_sc_hd__ha_1	37	37
sky130_fd_sc_hd__clkbuf_16	0	17
sky130_fd_sc_hd__inv_6	0	5
sky130_fd_sc_hd__inv_1	38	38
sky130_fd_sc_hd__nand3_1	7	7
sky130_fd_sc_hd__nand2b_1	20	20
sky130_fd_sc_hd__mux2i_1	13	13
sky130_fd_sc_hd__nor2b_1	21	21
sky130_fd_sc_hd__o21ai_0	25	25
sky130_fd_sc_hd__dfxtp_1	74	74
sky130_fd_sc_hd__o31ai_1	18	18
sky130_fd_sc_hd__nand2_1	15	15
==> worst paths after layout <==
path                               end  slack (ns)
min reg2reg  partial_result[2]$_DFF_P_        0.48
max reg2reg       remainder[0]$_DFF_P_        1.64
max               remainder[0]$_DFF_P_        1.64
min          partial_result[2]$_DFF_P_        0.48
==> cell type report <==
class	count	area, µm²
tap	140	175
multi-input combinational	262	2040
clock buffer	17	425
clock inverter	15	164
fill	746	3320
inverter	38	143
sequential	138	3400
timing repair buffer	133	1320
==> sequential cells by signal (all words and copies together), names as in the netlist <==
signal,cells
dividend,32
partial_result,32
counter,5
divisor,32
q_counter,5
remainder,32
==> report_power, final <==
| part | leakage, nW | switching, mW | internal [mW] |
|---|---|---|---|
| combinational | 1.46 | 0.251 | 0.555 |
| sequential | 1.23 | 0.142 | 1.35 |
| clock | 0.287 | 0.463 | 0.702 |
| total | 2.97 | 0.857 | 2.61 |
==> layer usage <==
| layer | GRT usage, % | share of wire, % |
|---|---|---|
| met5 | 0 | 0 |
| met3 | 6.15 | 5.6 |
| met4 | 1.45 | 0.38 |
| met1 | 33.5 | 47 |
| met2 | 29.0 | 47 |
==> kinds of logic (layout without fill, tap and decap cells) <==
logic type      count (synthesis)  after routing  synth area share, %
xor+xnor                        3              3                0.462
compound gates                 68             68                 7.56
fa+ha+maj                      37             37                 8.13
mux                            24             24                 6.44
flops                         138            138                 59.8
simple gates                  130            130                 13.2
buf+inv                        54            203                 4.42
Power figures rest on the tool's default switching activity, not on a simulated workload.
